==> flow/design.v <==
module ex(
	input  CLOCK_50,
	input  [0:0] SW,
	output [7:0] HEX7, HEX6, HEX5, HEX4, HEX3, HEX2, HEX1, HEX0,
	output [17:0] LEDR,
	output [7:0] LEDG
);
	yc1 y1(CLOCK_50, SW[0], HEX7, HEX6, HEX5, HEX4, HEX3, HEX2, HEX1, HEX0);
	yc2 y2(CLOCK_50, SW[0], LEDG);
	yc3 y3(CLOCK_50, SW[0], LEDR);
endmodule
module yc1(
	input CK, RS,
	output reg [7:0] HEX7, HEX6, HEX5, HEX4, HEX3, HEX2, HEX1, HEX0
);
	reg ck1s;
	integer q;
	always @ (posedge CK) begin
		q = q + 1;
		if (q == 25000000) begin
			ck1s = ~ck1s;
			q = 0;
		end
	end
	reg state;
	always @ (negedge ck1s) begin
		if (RS) state <= 0;
		else state <= ~state;
	end
	always @ (*) begin
		case (state)
			0: begin
				HEX7 = 8'hFF;
				HEX6 = 8'hFF;
				HEX5 = 8'hFF;
				HEX4 = 8'hFF;
				HEX3 = 8'hFF;
				HEX2 = 8'hFF;
				HEX1 = 8'hFF;
				HEX0 = 8'hFF;
			end
			1: begin
				HEX7 = 8'hA4;
				HEX6 = 8'hA4;
				HEX5 = 8'h82;
				HEX4 = 8'h92;
				HEX3 = 8'hB0;
				HEX2 = 8'h90;
				HEX1 = 8'h90;
				HEX0 = 8'hF9;
			end
		endcase
	end
endmodule
module yc2(
	input CK, RS,
	output reg [7:0] LEDG
);
	reg ck200ms;
	integer q;
	always @ (posedge CK) begin
		q = q + 1;
		if (q == 5000000) begin
			ck200ms = ~ck200ms;
			q = 0;
		end
	end
	reg [3:0] state;
	always @ (negedge ck200ms) begin
		if (RS) state <= 0;
		else begin
			state <= state + 1;
			if (state > 15) state <= 0;
		end
	end
	always @ (*) begin
		case (state)
		  	0: LEDG = 8'b00000000;
	  		1: LEDG = 8'b10000000;
			2: LEDG = 8'b11000000;
			3: LEDG = 8'b11100000;
			4: LEDG = 8'b11110000;
			5: LEDG = 8'b11111100;
			6: LEDG = 8'b11111110;
			7: LEDG = 8'b00000000;
			8: LEDG = 8'b00000001;
			9: LEDG = 8'b00000011;
			10: LEDG = 8'b00000111;
			11: LEDG = 8'b00001111;
			12: LEDG = 8'b00011111;
			13: LEDG = 8'b00111111;
			14: LEDG = 8'b01111111;
			15: LEDG = 8'b11111111;
	endcase
	end
endmodule
module yc3(
	input CK, RS,
	output reg [17:0] LEDR
);
	reg ck2Hz;
	integer q;
	always @ (posedge CK) begin
		q = q + 1;
		if (q == 12500000) begin
			ck2Hz = ~ck2Hz;
			q = 0;
		end
	end
	reg state;
	always @ (negedge ck2Hz) begin
		if (RS) state <= 0;
		else state <= ~state;
	end
	always @ (*) begin
		case (state) 
			0: LEDR = 18'h00000;
			1: LEDR = 18'hFFFFF;
		endcase
	end
endmodule
==> flow/run.sh <==
#!/bin/bash
# OpenROAD 26Q1-2900-gdf79404cd8, Yosys 0.63+post, stock flow scripts
make -C /OpenROAD-flow-scripts/flow DESIGN_CONFIG=/design/flow/config.mk WORK_HOME=/design/flow/orfs finish
==> flow/config.mk <==
export PLATFORM = sky130hd
export DESIGN_NAME = ex
export DESIGN_NICKNAME = ex
export VERILOG_FILES = /design/flow/design.v
export SDC_FILE = /design/flow/constraint.sdc
export NUM_CORES = 4
export LEC_CHECK = 1
export CORE_UTILIZATION = 50
==> flow/constraint.sdc <==
current_design ex

set clk_period 11.3
set clk_io_pct 0.2

create_clock -name clk0 -period $clk_period [get_ports {CLOCK_50}]

set non_clock_inputs [all_inputs -no_clocks]
set_input_delay [expr $clk_period * $clk_io_pct] -clock clk0 $non_clock_inputs
set_output_delay [expr $clk_period * $clk_io_pct] -clock clk0 [all_outputs]
==> flow_metrics.env <==
# source this file to load flow results
export IMPL_die_y_um=117
export IMPL_p_leak_nw=2.59
export IMPL_postSynth_asyncResetShare_pct=0
export IMPL_path_depth=8
export IMPL_crit_family="simple AND/OR/NAND/NOR gates"
export IMPL_num_antenna_cells=0
export IMPL_routedWlPerCell_um=13.0
export IMPL_hold_ws_ns=0.481
export IMPL_ys_ff=113
export IMPL_hold_depth=1
export IMPL_global_route_usage_total_pct=18.4
export IMPL_wl_mm=12.0
export IMPL_fin_cells=925
export IMPL_postRouteAntennaNets=0
export IMPL_netlist_instances=754
export IMPL_synth_avg_cell_area_um2=8.70
export IMPL_ir_drop_uv=100
export IMPL_critPathKind="flop to flop"
export IMPL_ys_warn_count=4
export IMPL_drtIter0Drc=288
export IMPL_hpwl_mm=8.58
export IMPL_cts_buffer_depth=2
export IMPL_ys_area_um2=6560
export IMPL_post_route_period_util_pct=29.0
export IMPL_antenna_found_initial=0
export IMPL_avgViaCountPerCell=5.26
export IMPL_finalSetupViolations=0
export IMPL_drv_cap=0
export IMPL_drc=0
export IMPL_fmax_mhz=306
export IMPL_edf_count=3
export IMPL_path_max_fanout=11
export IMPL_outcome="finished clean"
export IMPL_vias=4864
export IMPL_synth_main_ff_cell="dfxtp_1"
export IMPL_slew_viol_final=0
export IMPL_path_clk_slew_ns=0.07
export IMPL_cp_slowest_cell="nor4_1"
export IMPL_die_w_um=117
export IMPL_initial_utilization_pct=51.6
export IMPL_pre_cts_slack_ns=8.06
export IMPL_fin_setup_tns_ns=0
export IMPL_ys_cells=754
export IMPL_endpoint_kind="flop"
export IMPL_unclocked_pins=14
export IMPL_cts_tree="yes"
export IMPL_reg2reg_depth=8
export IMPL_ctsResizeCount=0
export IMPL_final_hold_viol_count=0
export IMPL_ioPinCount=92
export IMPL_drive_gt1_share_pct=6.37
export IMPL_setup_slack_ns=8.03
export IMPL_clock_latency_ns=0.35
export IMPL_post_cts_setup_buffers=0
export IMPL_grt_pass1_vias=4136
export IMPL_dp_cells=909
export IMPL_untimed_endpoints=80
export IMPL_grt_pass1_wl_mm=19.6
export IMPL_worst_slew_margin_rel_pct=39.2
export IMPL_grt_max_degree=41
export IMPL_coreArea_um2=12700
export IMPL_cp_cell_sequence="and4_1 -> nand2_1 -> nor4_2 -> nor2_1 -> or3_1 -> nor4_1 -> buf_4 -> and2b_1"
export IMPL_worst_slew_pin_slew_ns=0.911
export IMPL_powerDensity_nw_per_um2=96.7
export IMPL_row_count=41
export IMPL_nFillCells=1150
export IMPL_period_minus_slack_ns=3.27
export IMPL_cts_htree_levels=3
export IMPL_warning_count=30
export IMPL_hold_class="flop to flop"
export IMPL_critPathMaxStageDelay_ns=0.62
export IMPL_start_kind="flop"
export IMPL_worstPathArrival_ns=3.52
export IMPL_required_ns=11.55
export IMPL_synth_seq_share_pct=34.9
export IMPL_hold_buffers=0
export IMPL_grt_setup_unrepaired="no"
export IMPL_seqCellArea_um2=2290
export IMPL_drt_pass1_iterations=5
export IMPL_cts_buffers=9
export IMPL_netlist_area_um2=6560
export IMPL_port_buffer_count=67
export IMPL_yosysUniqueCellTypes=78
export IMPL_die_area_um2=13600
export IMPL_comb_area_um2=3520
export IMPL_overflow=0
export IMPL_root_buffer="clkbuf_16"
export IMPL_design_power_total_mw=0.688
export IMPL_syn_to_final_growth_pct=8.45
export IMPL_crit_buf_inv=1
export IMPL_fin_worst_skew_ns=0.0132
export IMPL_place_congestion=0.865
==> area by class of cell <==
type	count	area share (%)
Multi-Input combinational cell	534	49.4
Sequential cell	113	32.2
Timing Repair Buffer	69	9.64
Clock buffer	11	3.41
Tap cell	172	3.02
Clock inverter	5	1.18
Inverter	21	1.11
==> cells in the final DEF (no fill, tap or decap), types with 4 or more instances in the layout <==
cell type / n
a21oi_1: 13
and2_1: 11
and3_1: 21
and4_1: 12
clkbuf_16: 9
clkdlybuf4s50_1: 67
conb_1: 24
dfxtp_1: 110
ha_1: 10
inv_1: 20
mux2i_1: 6
nand2_1: 45
nand2b_1: 5
nand3_1: 46
nand4_1: 43
nor2_1: 63
nor2_2: 8
nor2b_1: 4
nor3_1: 19
nor3_2: 4
nor4_1: 9
nor4_4: 4
nor4b_1: 4
o21ai_0: 9
or2_2: 6
or3_1: 7
xnor2_1: 62
xor2_1: 34
==> logic make-up (layout without fill, tap and decap cells) <==
logic type,Yosys count,in the layout,share of synthesized area [%]
AND/OR/NAND/NOR,334,334,29.5
buffers and inverters,130,106,12.8
flip-flops,113,113,34.9
XOR/XNOR,96,96,12.8
AND-OR/OR-AND,62,62,6.75
adder cells (fa/ha/maj),10,10,1.91
multiplexers,8,8,1.26
other,1,24,0.0572
==> report_power, final <==
part           leakage (nW)  switching [mW]  internal, mW  total (mW)
clock                 0.152           0.134         0.201       0.335
sequential            0.923               0         0.350       0.350
combinational          1.51         0.00172      0.000989     0.00271
total                  2.59           0.136         0.552       0.688
==> per-stage QoR <==
| stage | utilization, % | area, um^2 |
|---|---|---|
| after detailed placement | 53.4 | 6790 |
| after global routing | 55.9 | 7110 |
| after global placement | 53.4 | 6790 |
| final | 55.9 | 7110 |
| after CTS | 55.9 | 7110 |
| after floorplan | - | 6650 |
==> state kept, by name, summed over array words and instances (netlist names) <==
register / flops
y3.ck2Hz: 1
y1.state: 1
y3.q: 32
y1.ck1s: 1
y1.q: 32
LEDG: 8
y2.ck200ms: 1
y3.state: 1
y2.q: 32
y2.state: 4
==> metal layers <==
| layer | track usage, % | share of wire, % |
|---|---|---|
| met3 | 3.59 | 4.6 |
| met5 | 0 | 0 |
| met1 | 28.9 | 52 |
| met4 | 1.43 | 0.82 |
| met2 | 28.2 | 43 |
==> path summary, 6_finish.rpt <==
path / startpoint / to / slack (ns)
worst min-delay path: y1.q[15]$_SDFF_PN0_ / y1.q[15]$_SDFF_PN0_ / 0.48
worst max register to register: y2.q[2]$_SDFF_PN0_ / y2.q[1]$_SDFF_PN0_ / 8.03
worst min register to register: y1.q[15]$_SDFF_PN0_ / y1.q[15]$_SDFF_PN0_ / 0.48
worst max-delay path: y2.q[2]$_SDFF_PN0_ / y2.q[1]$_SDFF_PN0_ / 8.03
==> cells in the mapped netlist (all sizes together) (9+ instances only) <==
cell   instances  area (um^2)
buf          102          732
nand2         45          169
nand4         45          303
and2          11         68.8
nor2          71          287
nor3          23          135
o21ai          9         45.0
inv           20         75.1
xor2          34          298
ha            10          125
xnor2         62          543
and4          13          116
a21oi         13         65.1
nand3         47          240
dfxtp        110         2200
nor4          14          154
and3          21          131
Power figures rest on the tool's default switching activity, not on a simulated workload.
