==> design.v <==
module fsm_4(
	input	CLOCK_50,
	input [2:0] SW,
	output [7:0] HEX7, HEX6, HEX5, HEX4, HEX3, HEX2, HEX1, HEX0,
	output [7:0] LEDG,
	output [17:0] LEDR
);
	wire ck2hz, ck4hz, ck100ms;
	div2hz D1(CLOCK_50, ck2hz);
	div4hz D2(CLOCK_50, ck4hz);
	div100ms D3(CLOCK_50, ck100ms);
	goodbye M1(ck2hz, SW[0], HEX7, HEX6, HEX5, HEX4, HEX3, HEX2, HEX1, HEX0);
	blink M2(ck4hz, SW[1], LEDG);
	wave M3(ck100ms, SW[2], LEDR);
endmodule
module goodbye(
	input ck, rs,
	output reg [7:0] HEX7, HEX6, HEX5, HEX4, HEX3, HEX2, HEX1, HEX0
);
	reg		 state;
	parameter S0 = 0, S1 = 1;
	always @ (state) begin
		case (state)
			S0: begin
				HEX7 = 8'hFF;
				HEX6 = 8'hFF;
				HEX5 = 8'hFF;
				HEX4 = 8'hFF;
				HEX3 = 8'hFF;
				HEX2 = 8'hFF;
				HEX1 = 8'hFF;
				HEX0 = 8'hFF;
			end
			S1: begin
				HEX7 = ~8'h6F;
				HEX6 = ~8'h5C;
				HEX5 = ~8'h5C;
				HEX4 = ~8'h5E;
				HEX3 = ~8'h7C;
				HEX2 = ~8'h66;
				HEX1 = ~8'h79;
				HEX0 = ~8'h30;
			end
		endcase
	end
	always @ (negedge ck) begin
		if (rs) state <= S0;
		else case (state)
			S0: state <= S1;
			S1: state <= S0;
		endcase
	end
endmodule
module blink(
	input ck, rs,
	output reg [7:0] LEDG
);
	reg		 state;
	parameter S0 = 0, S1 = 1;
	always @ (state) begin
		case (state)
			S0: LEDG = 8'h00;
			S1: LEDG = 8'hFF;
		endcase
	end
	always @ (negedge ck) begin
		if (rs) state <= S0;
		else case (state)
			S0: state <= S1;
			S1: state <= S0;
		endcase
	end
endmodule
module wave(
	input ck, rs,
	output reg [17:0] LEDR
);
	reg [2:0] curr_state, next_state;
	always @ (*) begin
    if (curr_state < 36) next_state = 0;
    else next_state = curr_state + 1;
	end
	always @ (negedge ck) begin
		if (rs) curr_state <= 0;
		else curr_state <= next_state;
	end
	always @ (*) begin
		case (curr_state)
			0: LEDR <= 18'b000000000000000000;
			1: LEDR <= 18'b000000000000000001;
			2: LEDR <= 18'b000000000000000010;
		endcase
	end
endmodule
module div2hz(
	input ck_in,
	output reg ck_out
);
	integer q;
	always @ (posedge ck_in) begin
		q = q + 1;
		if (q == 12500000) begin
			ck_out = ~ck_out;
			q = 0;
		end
	end
endmodule
module div4hz(
	input ck_in,
	output reg ck_out
);
	integer q;
	always @ (posedge ck_in) begin
		q = q + 1;
		if (q == 6250000) begin
			ck_out = ~ck_out;
			q = 0;
		end
	end
endmodule
module div100ms(
	input ck_in,
	output reg ck_out
);
	integer q;
	always @ (posedge ck_in) begin
		q = q + 1;
		if (q == 2500000) begin
			ck_out = ~ck_out;
			q = 0;
		end
	end
endmodule
==> run.sh <==
#!/bin/bash
# OpenROAD 26Q1-2900-gdf79404cd8, Yosys 0.63+post, stock flow scripts
make -C /OpenROAD-flow-scripts/flow DESIGN_CONFIG=/design/flow/config.mk WORK_HOME=/design/flow/orfs finish
==> config.mk <==
export PLATFORM = sky130hd
export DESIGN_NAME = fsm_4
export DESIGN_NICKNAME = fsm_4
export VERILOG_FILES = /design/flow/design.v
export SDC_FILE = /design/flow/constraint.sdc
export NUM_CORES = 4
export LEC_CHECK = 1
export CORE_UTILIZATION = 30
==> constraint.sdc <==
current_design fsm_4

set clk_period 7.5
set clk_io_pct 0.2

create_clock -name clk0 -period $clk_period [get_ports {CLOCK_50}]

set non_clock_inputs [all_inputs -no_clocks]
set_input_delay [expr $clk_period * $clk_io_pct] -clock clk0 $non_clock_inputs
set_output_delay [expr $clk_period * $clk_io_pct] -clock clk0 [all_outputs]
==> impl_metrics.tcl <==
# flow metrics
set metrics [dict create \
    core.rowCount 43 \
    detailedRoute.firstPassIterationCount 4 \
    synth.cellmix.xorXnorShare_pct 13.0 \
    synth.cell_area_um2 4250 \
    yosysCellCount 495 \
    power.switching_fraction_pct 18.8 \
    startpoint_type "flop" \
    max_slew.worst_pin.slew_ns 0.889 \
    ff_to_ff_path_depth 6 \
    yosys.cell_types.count 58 \
    synth_flops 68 \
    grt_antenna_before_repair 0 \
    path_max_fanout 14 \
    core_um2 13800 \
    synth_top_flop_cell "sky130_fd_sc_hd__dfxtp_1" \
    logic_area_um2 2250 \
    timing.critical_path.to_type "flop" \
    cts-resized-gates 0 \
    yosys_area_um2 4250 \
    buffers_inverters_on_critical_path 0 \
    yosys.area_share.adder_pct 0.884 \
    rsz0062_at_grt "false" \
    route.antenna.diode_count 0 \
    flow.area_growth_from_synthesis_pct 10.0 \
    cts-buffers-inserted 9 \
    max_ir_drop_vdd_uv 92.2 \
    dp_slack_ns 4.21 \
    critical_path_required_ns 7.67 \
    critPathTopFamily "simple AND/OR/NAND/NOR gates" \
    reg2reg_to "D2.q[1]" \
    maxSlewViolCount 0 \
    top_cell "sky130_fd_sc_hd__buf_4" \
    worst_clock_skew_ns 0.00343 \
    synth.cellmix.compoundShare_pct 9.63 \
    tool_warnings 27 \
    dominant_comb_cell "simple AND/OR/NAND/NOR gates" \
    final_critical_path_setup_slack_ns 4.12 \
    detail_route.drc_violations 0 \
    path_cells "nand3_1 > or4_1 > a2111oi_0 > o2111ai_1 > nor4_4 > a21boi_0" \
    buffer_ports.inserted 45 \
    area_leaders "sky130_fd_sc_hd__dfxtp_1 31%, sky130_fd_sc_hd__buf_4 16%, sky130_fd_sc_hd__xnor2_1 8.2%" \
    simple_gate_area_share_pct 24.9 \
    post_synthesis_area_per_instance_um2 8.58 \
    grt_pass1_vias 2757 \
    dr.first_iter.drc_count 198 \
    combPwrFrac_pct 0.2 \
    crit_path_class "reg -> reg" \
    finalSetupViolCount 0 \
    intPower_uw 622 \
    post_synth_inst_count 495 \
    enable_flop_cells 2 \
    untimed_endpoints 45 \
    asyncSetResetFlopFracSynth_pct 0 \
    clk-insertion-delay-late_ns 0.33 \
    drive_gt1_share_pct 6.63 \
    track_usage_pct 10.9 \
    status "complete, no violations" \
    grt_max_degree 36 \
    top_area_cell "sky130_fd_sc_hd__dfxtp_1" \
    gp_routability_congestion 0.864 \
    maxClockFrequency_mhz 296 \
    switching_power_uw 144 \
    holdBufCountCts 0 \
    worst_setup_hold_path_clk_slew_ns 0.05 \
    ff_latch_area_um2 1380 \
    final-hold-violation-count 0 \
    dpl_hpwl_um 5640 \
    p_seq_share_pct 46.0 \
    final_antenna_net_count 0 \
    vias 3189 \
    cts_root_buf "sky130_fd_sc_hd__clkbuf_16" \
    yosysWarningCount 6 \
    relative_slew_slack_pct 40.8 \
    design.die.area_um2 14600 \
    die_height_um 121 \
    rr_startpoint "D2.q[6]" \
    critPathArrivalTime_ns 3.55 \
    avgViaCountPerCell 4.70 \
    total_congestion_overflow 0 \
    detail_route.wl_per_cell_um 11.8 \
    cts.repair_timing.setup_buffer_count 0 \
    holdPathEnd "D1.q[31]" \
    period_minus_slack_ns 3.38 \
    r2r_slack_ns 4.12 \
    number_of_placed_i_o_pins 94 \
    number_of_stages_on_the_worst_hold_path 1 \
    cts_tree "built" \
    period_used_pct 45.1 \
    unclocked_pins 2 \
    timing.critical_path.slowest_stage_cell "sky130_fd_sc_hd__a2111oi_0" \
    chipWidth_um 121 \
    initial_utilization_pct 30.7 \
    fillCellCount 1361 \
    synth.cells.most_frequent "90 x sky130_fd_sc_hd__buf_4, 66 x sky130_fd_sc_hd__dfxtp_1, 40 x sky130_fd_sc_hd__xnor2_1" \
    muxShareOfSynthArea_pct 0.236 \
    critical_path.max_stage_delay_ns 0.68 \
    power_per_cell_area_nw_per_um2 164 \
    origin_of_the_worst_min_delay_path "D1.q[31]" \
    final.setup.tns_ns 0 \
    cts_htree_levels 3 \
    routed_wirelength_um 8030 \
    global_route_wire_length_before_repair_um 13100 \
    postSynthSeqShare_pct 32.5 \
    power.clock.fraction_pct 53.8 \
    synth.top_cell.area_share_pct 31.1 \
    cts_buffer_depth 2 \
    leakagePower_nw 1.72 \
    worstHoldPathType "reg -> reg" \
    timing.max_cap.violations 0 \
]
kinds of logic after synthesis:
kind of cell | count (synthesis)
xor+xnor | 63
simple gates | 183
mux | 1
flops | 68
other cells | 2
compound gates | 58
buf+inv | 117
fa+ha+maj | 3
worst max-delay path by stage:
stage / startpoint / slack, ns / end / depth (start not counted)
6_report: D2.q[6] / 4.12 / D2.q[1] / 6
5_1_grt: D2.q[6] / 3.90 / D2.q[1] / 6
4_1_cts: D2.q[6] / 4.16 / D2.q[1] / 6
stage by stage:
step / utilization, % / std cells / total power [mW] / hold slack [ns] / cell area, µm²
2_1_floorplan: - / 540 / 0.377 / 0.424 / 4420
3_3_place_gp: 31.6 / 662 / 0.362 / 0.439 / 4370
3_5_place_dp: 31.6 / 662 / 0.362 / 0.440 / 4370
4_1_cts: 33.8 / 678 / 0.774 / 0.446 / 4670
5_1_grt: 33.8 / 678 / 0.794 / 0.478 / 4670
6_report: 33.8 / 678 / 0.766 / 0.447 / 4670
area by class of cell:
type / count / area share (%)
tap: 180 / 4.82
timing repair buffer: 48 / 10.1
multi-input combinational: 355 / 48.2
clock buffer: 15 / 6.37
sequential: 68 / 29.6
inverter: 11 / 0.883
clock inverter: 1 / 0.107
power by group through the flow:
stage / registers [mW] / clock network, mW / logic (mW)
final: 0.352 / 0.412 / 0.00169
after CTS: 0.352 / 0.420 / 0.00195
after global routing: 0.352 / 0.439 / 0.00291
layer usage:
metal	up-vias	part of all wire, %	global-route usage, %
met3	10	4.4	1.92
li1	1633	-	-
met4	0	1.4	1.93
met2	86	44	16.1
met1	1460	50	17.0
met5	-	0	0
cell usage in the layout (no fill, tap or decap), drive strengths merged, types with 3 or more instances in the layout:
master and instances:
nor4 15, ha 3, conb 47, and2 6
nand2 27, nor3 15, a21oi 17, and3 11
o2111ai 3, a31oi 15, or3 4, o22ai 3
or4 7, clkbuf 15, a21boi 3, clkdlybuf4s50 45
and4 8, nand4 28, xor2 23, nor2 27
xnor2 40, nand3 22, dfxtp 66, buf 3
inv 11, o31ai 3
sequential cells by signal, indices dropped and copies added (netlist names):
register / count
D1.ck_out: 1
M2.state: 1
D2.q: 32
D1.q: 32
D2.ck_out: 1
M1.state: 1
No activity file was given, so power comes from the tool's default toggle rates.
